### config.mk
export PLATFORM = sky130hd
export DESIGN_NAME = DSP
export DESIGN_NICKNAME = DSP
export VERILOG_FILES = /design/flow/design.v
export SDC_FILE = /design/flow/constraint.sdc
export NUM_CORES = 4
export LEC_CHECK = 1
export CORE_UTILIZATION = 40
### constraint.sdc
current_design DSP

set clk_period 20.6
set clk_io_pct 0.2

create_clock -name clk0 -period $clk_period [get_ports {CLK}]

set non_clock_inputs [all_inputs -no_clocks]
set_input_delay [expr $clk_period * $clk_io_pct] -clock clk0 $non_clock_inputs
set_output_delay [expr $clk_period * $clk_io_pct] -clock clk0 [all_outputs]
### design.v
module DSP(A,B,C,D,CARRYIN,M,P,CARRYOUT,CARRYOUTF,CLK,OPMODE,CEA,CEB,CECARRYIN,CEC,CED,CEM,CEOPMODE 
,CEP,RSTA,RSTB,RSTC,RSTCARRYIN,RSTD,RSTM,RSTP,RSTOPMODE,BCOUT,PCIN,BCIN,PCOUT);
input [17:0] A,B,D,BCIN;
input [47:0] C,PCIN;
input [7:0] OPMODE;
input CARRYIN,CLK,CEA,CEB,CECARRYIN,CEC,CED,CEM,CEOPMODE,CEP,RSTA,RSTB,RSTC,RSTCARRYIN,RSTD,RSTM,RSTP,RSTOPMODE;
output CARRYOUTF,CARRYOUT;
output [47:0] PCOUT,P;
output [17:0] BCOUT;
output [35:0] M;
parameter A0REG=0;
parameter A1REG=1;
parameter B0REG=0;
parameter B1REG=1;
parameter CREG=1;
parameter DREG=1;
parameter MREG=1;
parameter PREG=1;
parameter CARRYINREG=1;
parameter CARRYOUTREG=1;
parameter OPMODEREG=1;
parameter CARRYINSEL="OPMODE5";  
parameter B_INPUT="DIRECT";  
parameter RSTTYPE="SYNC";  
wire [17:0] DFF,B0F,A0F,B1F,A1F;
wire [47:0] CFF;
wire [35:0] MFF;
wire CIF,COF;
wire [7:0] OPF;
wire [17:0] BMUX;
wire [17:0] PRE_MUX,PRE;
wire [35:0] MUL;
wire [47:0] POST;
wire [47:0] X,Z;
wire [47:0] CONCAT;
wire COUT,CIN;
MUX_REGISTER #(.width(18),.selection(1)) DUT_DREG(D,CLK,CED,RSTD,DFF);
assign BMUX=(B_INPUT=="DIRECT")? B:(B_INPUT=="CASCADE")?PCIN:0  ;
MUX_REGISTER #(.width(18),.selection(0)) DUT_B0REG(BMUX,CLK,CEB,RSTB,B0F);
MUX_REGISTER #(.width(18),.selection(0)) DUT_A0REG(A,CLK,CEA,RSTA,A0F);
MUX_REGISTER #(.width(48),.selection(1)) DUT_CREG(C,CLK,CEC,RSTC,CFF);
MUX_REGISTER #(.width(8),.selection(1)) DUT_OPMODEREG(OPMODE,CLK,CEOPMODE,RSTOPMODE,OPF);
MUX_REGISTER #(.width(18),.selection(1)) DUT_B1REG(PRE_MUX,CLK,CEB,RSTB,B1F);
MUX_REGISTER #(.width(18),.selection(1)) DUT_A1REG(A0F,CLK,CEA,RSTA,A1F);
MUX_REGISTER #(.width(36),.selection(1)) DUT_MREG(MUL,CLK,CEM,RSTM,MFF);
MUX_REGISTER #(.width(48),.selection(1)) DUT_PREG(POST,CLK,CEP,RSTP,P);
MUX_REGISTER #(.width(1),.selection(1)) DUT_COREG(COUT,CLK,CECARRYIN,RSTCARRYIN,COF);
MUX_REGISTER #(.width(1),.selection(1)) DUT_CINREG(CIN,CLK,CECARRYIN,RSTCARRYIN,CIF);
assign CIN=(CARRYINSEL=="OPMODE5")? OPMODE[5]:(CARRYINSEL=="CARRYIN")? CARRYIN:0;
assign MUL=A1F*B1F;
assign BCOUT=B1F;
assign M=MFF;
assign CONCAT={DFF[12:0],A1F,B1F};
assign CARRYOUT=COF;
assign CARRYOUTF=COF;
assign PCOUT=P;
assign PRE=(OPMODE[6]==0)? (DFF+B0F):(DFF-B0F) ;
assign PRE_MUX=(OPMODE[4]==0) ? B0F:PRE;
assign X=({OPMODE[1],OPMODE[0]}==2'b00)? 0: ({OPMODE[1],OPMODE[0]}==2'b01)? ({12'b000000000000,MFF}):({OPMODE[1],OPMODE[0]}==2'b10)?P:CONCAT;
assign Z=({OPMODE[3],OPMODE[2]}==2'b00)? 0: ({OPMODE[3],OPMODE[2]}==2'b01)? PCIN:({OPMODE[3],OPMODE[2]}==2'b10)?P:CFF;
assign {COUT,POST}=(OPMODE[7]==0)? (Z+X+CIF):(Z-(X+CIF));
endmodule
module MUX_REGISTER(the_input,clk,CE,rst,the_output);
parameter width=18;
parameter selection=1;
parameter RSTTYPE="SYNC";
input [width-1:0] the_input;
input clk,rst,CE;
output reg [width-1:0] the_output;
generate
	if(selection==1)
	begin
		if(RSTTYPE=="SYNC")
		begin
			always @(posedge clk ) begin
				if (rst) 
					the_output<=0;	
				else if(CE==1)
					the_output<=the_input;
			end
		end
		else if(RSTTYPE=="ASYNC") begin
			always @(posedge clk or posedge rst ) begin
				if (rst) 
					the_output<=0;	
				else if(CE==1)
					the_output<=the_input;
			end
		end
	end
	else if(selection==0)
	begin
	    always @(the_input ) begin
		the_output=the_input;
	     end
	end
endgenerate
endmodule
### run.sh
#!/bin/bash
# OpenROAD 26Q1-2900-gdf79404cd8, Yosys 0.63+post, stock flow scripts
make -C /OpenROAD-flow-scripts/flow DESIGN_CONFIG=/design/flow/config.mk WORK_HOME=/design/flow/orfs finish
==> notes.md <==
fresh numbers from the pnr run: core area=0.0674 mm^2, Slew Limit Fails=0, CTS tree=yes, worst reg2reg startpoint=DUT_A1REG.the_output[7], worst-case clock buffer depth=2, Post-Place Worst Slack=11050 ps, Worst setup EP type=flop, H-tree levels=4, Worst Path Required=21000 ps, final clock skew=24.2 ps, Synth cell types=82, hold crit path type=flop to flop, Clock Tree Root=clkbuf_16, share of layout cells above drive strength 1=0.0615, chip width=263 um, Antenna diodes=0, GRT Overall Usage=0.276, hold_sp=DUT_B1REG.the_output[16], dominant register cell=dfxtp_1, r2r setup slk=13300 ps, vias in the first global route=23600, # Cells Yosys=3321, Setup CP Type=input port to flop, area reported by Yosys stat=0.0273 mm^2, IO buf count=324, Worst Reg-to-Reg Cells=23, DRC violations left=0, hold path endpoint=DUT_B1REG.the_output[16], grt ovf=0, FP Util=0.406, Final GP Congestion=0.980, Final HPWL DP=71500 um, top cells, area=fa_1, dfxtp_1, ha_1, Mapped Avg Cell Area=8.23 um^2, Die Ht=263 um, Achievable Freq=0.110 GHz, Synth Seq Share=0.138, initial DRC count=1206, antenna violations before repair=2, post-CTS setup buffers=0, PwrDens=62.0 mW/mm^2, Routed wire per std cell=20.8 um, RSZ-0062 raised after global routing=no, final hold vios=0, Tmin final=9110 ps, asr flop ratio synth=0, post-synthesis instance total=3321, First-pass DRT Iterations=5, RR Endpoint=DUT_MREG.the_output[34], PostCTS Resize Cnt=0, Clock Pin Slew Worst Setup and Hold Paths=100 ps, largest net degree at the start of global routing=50, synthesized area=0.0273 mm^2, cts bufs inserted=17, CP Data Arrival Time=9510 ps, first-pass GRT wire length=141000 um, Top cell excl fill/tap=inv_1, DRT antenna net count=0, I/O pins=346, count of hold-fix buffers inserted at cts=0, Worst-Skew Late Latency=530 ps, peak supply drop=0.0711 mV, Seq cells post-synth=188, crit share post-route=0.442, TNS Setup=0 ps, worst-margin pin slew=789 ps, worst setup margin=11490 ps, post-synth top area cell=fa_1, worst hold stages=2, number of logged tool warnings=93, Via density=5.38, startpoint types=input port, Die Area=0.0694 mm^2, Via Count=23500, utilization after layout=0.469, WL final=91100 um, clk sink count=188, Post-synth EDFFs=0, final setup vio count=0, Max-cap violations=0, status=complete, no violations, # rows=95, Slew HR=0.467, Top Layout Cells=inv_1, clkdlybuf4s50_1, nand2_1, nor2_1, ha_1, Leak Pwr=0.0151 uW, Largest type area fraction=0.191, yosys warns=6, Area Overhead vs Synth=15.6%, critical path peak fanout=29
==> how the worst max path moves through the flow <==
stage                      from  cells after the start  slack (ps)                 endpoint
final                 OPMODE[3]                     18       11490  DUT_PREG.the_output[38]
after global routing  OPMODE[3]                     18       11230  DUT_PREG.the_output[38]
after CTS             OPMODE[3]                     18       11600  DUT_PREG.the_output[38]
==> kinds of logic (layout without fill, tap and decap cells) <==
kind of cell	after synthesis	count (layout)	synth area share
adder cells (fa/ha/maj)	528	528	0.313
flip-flops	188	188	0.138
buffers and inverters	694	871	0.102
multiplexers	233	233	0.0892
AND-OR/OR-AND	615	615	0.156
XOR/XNOR	138	138	0.0442
AND/OR/NAND/NOR	925	925	0.158
==> flip-flops by register name, indices dropped and copies added, names as in the netlist <==
signal                 flops
DUT_MREG.the_output       36
DUT_B1REG.the_output      18
DUT_DREG.the_output       18
DUT_A1REG.the_output      18
DUT_CINREG.the_output      1
DUT_CREG.the_output       48
DUT_COREG.the_output       1
DUT_PREG.the_output       48
==> Yosys cell counts, types with 61 or more instances <==
library cell	number
inv_1	454
nand2_1	293
nor2_1	288
ha_1	267
fa_1	261
dfxtp_1	188
clkbuf_1	169
a21oi_1	158
mux2i_1	148
and2_1	143
xnor2_1	104
mux2_2	85
o21ai_0	74
a21o_1	71
a22o_1	61
==> critical path: stages <==
cell and delay, ps:
buf_2 70, buf_4 290, buf_4 480, mux2_2 400, a22oi_1 290, fa_1 410
inv_1 100, fa_1 490, a211o_1 320, o211ai_1 200, a311o_1 320, a211oi_1 130
nor4bb_1 720, o21ai_0 430, a31oi_1 340, xnor2_1 100, a222oi_1 210, nor2_1 60
==> where the power goes <==
group          switching [uW]  internal (uW)
Clock                     190            174
Sequential               63.7            403
Combinational             629            499
Total                     883           1080
==> layer usage <==
metal | global-route usage | part of all wire
met1 | 0.399 | 0.45
met2 | 0.416 | 0.44
met3 | 0.0897 | 0.095
met4 | 0.0509 | 0.023
met5 | 0 | 0
==> layout make-up <==
cell class | instances | area (um^2)
inverter | 454 | 1700
timing repair buffer | 385 | 3650
clock buffer | 17 | 425
tap | 873 | 1090
sequential | 188 | 3760
clock inverter | 15 | 179
multi-input combinational | 2439 | 20800
fill | 6638 | 35800
==> through the flow <==
step	hold slack, ps	total power [uW]	instance area (um^2)	cells
finish	475	1960	31600	4371
global route	513	2110	31600	4371
CTS	476	1970	31600	4371
detailed placement	450	1590	31000	4339
global placement	446	1600	31000	4339
floorplan	439	1220	27300	3321
Power figures rest on the tool's default switching activity, not on a simulated workload.
